File: design.v
module FSM (input  logic clk, reset, SW1, SW2, SW3, SW4,
            output logic [2:0] state,
            output logic [1:0] Z);
   localparam Strt  = 3'b000,
              Seen1 = 3'b001,
              Seen2 = 3'b010,
              Seen3 = 3'b011,
              Seen4 = 3'b100;
   logic [2:0] nextState;
   always_ff @(posedge clk or posedge reset)
      if (reset)
         state <= Strt;
      else
         state <= nextState;
   always_comb begin
      nextState = state;    
      Z         = 2'b01;    
      unique case (state)
         Strt:  begin
                    Z = 2'b01;
                    if (SW2 & ~SW1 & ~SW3 & ~SW4) nextState = Seen1;
                    else if (SW3 & ~SW1 & ~SW2 & ~SW4) nextState = Seen3;
                end
         Seen1: begin
                    Z = 2'b10;
                    if (SW1 & ~SW2 & ~SW3 & ~SW4) nextState = Seen2;
                end
         Seen2: begin
                    Z = 2'b00;
                    if (SW1 & ~SW2 & ~SW3 & ~SW4) nextState = Seen1;
                    else if (SW4 & ~SW1 & ~SW2 & ~SW3) nextState = Seen3;
                end
         Seen3: begin
                    Z = 2'b00;
                    if (SW1 & ~SW2 & ~SW3 & ~SW4) nextState = Seen1;
                    else if (SW3 & ~SW1 & ~SW2 & ~SW4) nextState = Seen4;
                end
         Seen4: begin
                    Z = 2'b11;
                    if (SW1 & ~SW2 & ~SW3 & ~SW4) nextState = Seen1;
                end
      endcase
   end
endmodule
module FSM_tb();
	logic KEY0, SW0, SW1, SW2, SW3, SW4;
	logic [2:0] state;
	logic [1:0] Z;
	FSM fsm1 (KEY0, SW0, SW1, SW2, SW3, SW4, state, Z);
	initial
		begin
			KEY0=0; SW0=1; SW1=0; SW2=0; SW3=0; SW4=0; #10;    
			SW0=0; SW3=1;                                   #10;    
			SW3=0; SW1=1;                                   #40;    
			SW1=0; SW4=1;                                   #10;    
			SW4=0; SW2=1; SW3=1;                            #10;    
			SW2=0; SW3=0; SW3=1;                            #10;    
			SW3=0; SW1=1;                                   #10;    
			SW1=0; SW0=1;                                   #10;    
			SW0=0; SW3=1;                                   #20;    
			SW3=0;                                          #10;
			SW0=1;                                          #10;    
			SW0=0; SW2=1;                                   #10;    
			SW2=0; SW1=1;                                   #10;    
			SW1=0; SW4=1;                                   #10;    
			SW4=0; SW3=1;                                   #10;    
			SW3=0; SW1=1;                                   #10;    
			SW1=0;                                          #10;
		end
	always begin
		#5 KEY0 = ~KEY0;
	end
endmodule
module FSM_pv (input  KEY0,               
               input  SW0, SW1, SW2, SW3, SW4,    
               output logic [6:0] SEG0, SEG1, SEG2, SEG3,
               output logic [6:0] LEDR);          
   wire  [2:0] state;
   logic [1:0] Z;
   FSM         dut  (KEY0, SW0, SW1, SW2, SW3, SW4, state, Z);
   ASCIICodes  disp (state, SEG3, SEG2, SEG1, SEG0);    
   always_comb begin
      LEDR[0]   = SW0;
      LEDR[1]   = SW1;
      LEDR[2]   = SW2;
      LEDR[3]   = SW3;
      LEDR[4]   = SW4;
      {LEDR[6], LEDR[5]} = Z;    
   end
endmodule
module ASCIICodes (input  logic [2:0] state,
                   output logic [6:0] SEG3, SEG2, SEG1, SEG0);
   localparam SEG_S  = 7'b0010010,    
              SEG_U  = 7'b1000001,    
              SEG_O  = 7'b1000000,    
              SEG_G  = 7'b0010000,    
              SEG_N  = 7'b1001000,    
              SEG_UND= 7'b1110111,    
              SEG_0  = 7'b1000000,
              SEG_1  = 7'b1111001,
              SEG_2  = 7'b0100100,
              SEG_3  = 7'b0110000,
              SEG_4  = 7'b0011001;
   localparam SEG_L0 = SEG_O,
              SEG_L1 = SEG_G,
              SEG_L2 = SEG_U,
              SEG_L3 = SEG_N;
   always_comb
      unique case (state)
         3'b000 : begin                      
                     SEG3 = SEG_L0;          
                     SEG2 = SEG_L1;
                     SEG1 = SEG_L2;
                     SEG0 = SEG_L3;          
                  end
         3'b001 : begin SEG3=SEG_S; SEG2=SEG_UND; SEG1=SEG_0; SEG0=SEG_1; end  
         3'b010 : begin SEG3=SEG_S; SEG2=SEG_UND; SEG1=SEG_0; SEG0=SEG_2; end  
         3'b011 : begin SEG3=SEG_S; SEG2=SEG_UND; SEG1=SEG_0; SEG0=SEG_3; end  
         3'b100 : begin SEG3=SEG_S; SEG2=SEG_UND; SEG1=SEG_0; SEG0=SEG_4; end  
         default: begin SEG3='1; SEG2='1; SEG1='1; SEG0='1; end               
      endcase
endmodule
File: run.sh
#!/bin/bash
# OpenROAD 26Q1-2900-gdf79404cd8, Yosys 0.63+post, stock flow scripts
make -C /OpenROAD-flow-scripts/flow DESIGN_CONFIG=/design/flow/config.mk WORK_HOME=/design/flow/orfs finish
File: config.mk
export PLATFORM = sky130hd
export DESIGN_NAME = FSM_pv
export DESIGN_NICKNAME = FSM_pv
export VERILOG_FILES = /design/flow/design.v
export SDC_FILE = /design/flow/constraint.sdc
export NUM_CORES = 4
export LEC_CHECK = 1
export CORE_AREA = 10 10 70 70
export DIE_AREA = 0 0 80 80
File: constraint.sdc
current_design FSM_pv

set clk_period 1.8
set clk_io_pct 0.2

create_clock -name clk0 -period $clk_period [get_ports {KEY0}]

set non_clock_inputs [all_inputs -no_clocks]
set_input_delay [expr $clk_period * $clk_io_pct] -clock clk0 $non_clock_inputs
set_output_delay [expr $clk_period * $clk_io_pct] -clock clk0 [all_outputs]
==> results.txt <==
flow finished, numbers: R2R Path Start dut.state[1], first-pass GRT wire length 2840 um, antenna violations before repair 0, vias post-DR approximately 640, Crit Path Class flip-flop to output port, run status finished with violations, Overflow after GRT 0, number of fill cells 354, Synth top area share 29.0%, worst setup slack after layout -0.161 ns, routed len/inst 11.6 um, failing checks setup timing, CTS tree done, unrepaired setup endpoints after global routing true, syn_area_per_cell 8.16 sq um, I/O Pins 41, Sw Pwr 0.0668 mW, Hold Path Class input pin to asynchronous set/reset pin, final critical-path share of the clock period 109%, Hold WS 0.343 ns, cell area after layout 1080 sq um, vias in the first global route 603, Detail Route Antenna Nets 0, cells on worst reg2reg path 7, CTS Sinks 5, logic gate share of total power between 10% and 20%, yosys stat cell total 73, CP startpoint kind flip-flop, LEAKAGE roughly 0.5 nW, initial DRC count 11, Die X around 80 um, vias per std cell 3.96, crit-path cells nor4_4, nor2b_4, buf_6, buf_6, buf_6, buf_6, top cells, area buf_4 29%, dfrtp_1 17%, or2_1 5.3%, Synth flops 5, fraction of layout cells with a size suffix above 1 57.4%, Antenna diodes 0, cts bufs inserted 3, Crit path max-delay family simple AND/OR/NAND/NOR gates, sequential share of power between 30% and 40%, tool warning count 27, Post-Syn Area about 600 sq um, placed instance area 930 sq um, Seq share, synth 21.2%, GRT Resource Usage Total 5.20%, largest net degree at the start of global routing 12, synthesized instance count between 70 and 80, Max-Cap Viols 0, Storage cell area around 130 sq um, max reg flops 5, drc violations 0, Pwr per Cell Area 272 nW/um^2, Area growth, synth to finish 80.9%, Most flops, register dut.state, Die Area approximately 6400 sq um, fp_density 17.4%, critical path's most frequent cell buf_6, DRT Pass-1 Iters 4, core area between 3000 and 4000 sq um, Internal Power 0.226 mW, Reg-to-Reg End dut.state[3], Tmin final 1.96 ns, CP max-delay cell dfrtp_1, highest clock rate 510 MHz, final tally of hold violations 0, Setup crit end kind output port, Gate Area 298 sq um, biggest regs dut.state (5), register-to-register setup slack 0.24 ns, critical-path maximum fanout 4, cell type with the largest total area buf_4, maximum clock path buffer count 2, clock skew between 0.0008 and 0.0009 ns, chip height 80 um, GP Congestion 0.808, Distinct cells, synth 25, crit path DRT 1.44 ns, Peak supply drop between 0.1 and 0.15 mV, final max-slew violation count 0, H-tree lvl count 1, number of port buffers 38, sw frac between 20 and 25%, CP peak stage delay 0.40 ns, yosys stat area 596 sq um, total wire length 1870 um, Synth Warn # 3, Clk pwr share 44.2%, Post-DP HPWL 1340 um, clk slew on worst S/H paths 0.04 ns, WP buf/inv 4, Worst Path Arrival about 1.6 ns, Setup violations, final 21, clk root buf clkbuf_4, Cell Rows 21, Late-Pin Clk Latency roughly 0.24 ns
## power by group through the flow
stage	clock, mW	combinational, mW	sequential (mW)
CTS	0.134	0.0514	0.113
global route	0.150	0.0568	0.113
finish	0.130	0.0505	0.113
## through the flow
| step | setup WS (ns) | std cells | power, mW | TNS [ns] | util, % |
|---|---|---|---|---|---|
| after floorplan | 0.0898 | 74 | 0.145 | 0 | - |
| after global placement | -0.108 | 142 | 0.165 | -1.41 | 27.2 |
| after detailed placement | -0.126 | 142 | 0.166 | -1.71 | 27.2 |
| after CTS | -0.177 | 159 | 0.299 | -1.48 | 30.3 |
| after global routing | -0.248 | 161 | 0.320 | -3.44 | 31.5 |
| final | -0.161 | 161 | 0.293 | -1.38 | 31.5 |
## how the worst max path moves through the flow
stage	startpoint	end	cells past startpoint
after CTS	dut.state[1]	SEG2[3]	5
after global routing	dut.state[1]	SEG3[0]	6
final	dut.state[1]	SEG1[3]	6
## cells in the mapped netlist
| cell | instances |
|---|---|
| nor4_4 | 1 |
| a211o_1 | 2 |
| o31a_1 | 1 |
| o41ai_1 | 1 |
| mux2i_1 | 1 |
| o21ai_1 | 2 |
| a31oi_1 | 2 |
| nor2b_4 | 1 |
| buf_4 | 23 |
| o21ai_0 | 2 |
| nor2b_1 | 2 |
| buf_2 | 5 |
| nor3_1 | 1 |
| or2_1 | 5 |
| or3_1 | 4 |
| o22a_1 | 1 |
| nand2_1 | 5 |
| conb_1 | 1 |
| inv_1 | 1 |
| xnor2_1 | 1 |
| dfstp_2 | 1 |
| dfrtp_1 | 4 |
| o31ai_1 | 2 |
| nor4b_2 | 1 |
| nor2_1 | 3 |
## final cells by class
type | count | share of cell area [%]
clock buffer | 4 | 2.44
inverter | 1 | 0.348
sequential | 5 | 11.7
tap | 46 | 5.34
multi-input combinational | 40 | 27.6
timing repair buffer | 65 | 52.5
## metal layers
| layer | global-route usage (%) | vias up | wire, um |
|---|---|---|---|
| met5 | 0 | - | 0 |
| met4 | 0.704 | 0 | 0 |
| met3 | 3.18 | 0 | 342 |
| met2 | 6.10 | 49 | 689 |
| met1 | 7.76 | 283 | 839 |
| li1 | - | 305 | - |
## kinds of logic (layout without fill, tap and decap cells)
kind of cell	Yosys count	after routing	share of synthesized area, %
buffers and inverters	29	70	33.8
multiplexers	1	1	1.68
flip-flops	5	5	21.2
AND/OR/NAND/NOR	23	23	25.8
other	1	2	0.630
XOR/XNOR	1	1	1.47
AND-OR/OR-AND	13	13	15.3
## layout by cell type (no fill, tap or decap), types with 2 or more instances in the layout
| cell type | n |
|---|---|
| a211o_1 | 2 |
| a31oi_1 | 2 |
| buf_2 | 10 |
| buf_4 | 17 |
| buf_6 | 23 |
| clkbuf_2 | 4 |
| clkbuf_4 | 3 |
| clkdlybuf4s50_1 | 10 |
| conb_1 | 2 |
| dfrtp_1 | 4 |
| nand2_1 | 4 |
| nor2_1 | 3 |
| nor2b_4 | 2 |
| o21ai_1 | 2 |
| o31ai_1 | 2 |
| or2_1 | 4 |
| or3_1 | 4 |
## timing repair
action,4_1_cts,5_1_grt
hold buffers,0,0
gates resized,99,15
gates cloned,1,0
pin swaps,7,2
setup buffers,13,2
endpoints found under the setup margin,28,26
Power is estimated from default activity; no workload was simulated.
